## /design/flow/run.sh

```bash
#!/bin/bash
# OpenROAD 26Q1-2900-gdf79404cd8, Yosys 0.63+post, stock flow scripts
make -C /OpenROAD-flow-scripts/flow DESIGN_CONFIG=/design/flow/config.mk WORK_HOME=/design/flow/orfs finish
```

## /design/flow/config.mk

```make
export PLATFORM = sky130hd
export DESIGN_NAME = avst_keccak
export DESIGN_NICKNAME = avst_keccak
export VERILOG_FILES = /design/flow/design.v
export SDC_FILE = /design/flow/constraint.sdc
export NUM_CORES = 4
export LEC_CHECK = 1
export CORE_UTILIZATION = 40
```

## /design/flow/constraint.sdc

```tcl
current_design avst_keccak

set clk_period 108.1
set clk_io_pct 0.2

create_clock -name clk0 -period $clk_period [get_ports {clk}]

set non_clock_inputs [all_inputs -no_clocks]
set_input_delay [expr $clk_period * $clk_io_pct] -clock clk0 $non_clock_inputs
set_output_delay [expr $clk_period * $clk_io_pct] -clock clk0 [all_outputs]
```

## /design/flow/design.v

```verilog
module avst_keccak(clk, reset, data_in, end_in, valid_in, ready_in,
		   data_out, end_out, valid_out, ready_out);
   input 	clk;
   input 	reset;
   input [7:0] 	data_in;
   input 	end_in;
   input 	valid_in;
   output 	ready_in;
   output [7:0] data_out;
   output 	end_out;
   output 	valid_out;
   input 	ready_out;
   reg 		in_ready;  
   reg 		valid_out;
   reg 		end_out;
   reg [6:0] 	count_out; 
   reg 		ready_in; 
   wire 	buffer_full;  
   wire [511:0] out;  
   wire 	out_ready;  
   reg [7:0] 	out_reg;
   wire [7:0] 	data_out;
   wire 	ready_in_1;
   assign data_out = out_reg;
   assign ready_in_1 = end_out | ((~ end_in) & ready_in);
   always @(posedge clk)
      if (reset)
	ready_in <= 1;
      else
	ready_in <= ready_in_1;
   always @(posedge clk) begin
      if(reset) begin
	 out_reg <= 0;
	 count_out <= 0;
	 valid_out <= 0;
	 end_out <= 0;
      end
      else if (out_ready == 1) begin
	 if (ready_out) begin
	    if (count_out == 'h40) begin
	       count_out <= 0;
	       valid_out <= 0;
	       end_out <= 1;
	    end
	    else begin
	       out_reg[7] <= out[511 - (count_out << 3)];
	       out_reg[6] <= out[510 - (count_out << 3)];
	       out_reg[5] <= out[509 - (count_out << 3)];
	       out_reg[4] <= out[508 - (count_out << 3)];
	       out_reg[3] <= out[507 - (count_out << 3)];
	       out_reg[2] <= out[506 - (count_out << 3)];
	       out_reg[1] <= out[505 - (count_out << 3)];
	       out_reg[0] <= out[504 - (count_out << 3)];
	       if (count_out == 'h00) begin
		  valid_out <= 1;
	       end
	       count_out <= count_out + 1;
	    end
	 end
      end
   end
   keccak dut (
	       .in			(data_in[7:0]),
	       .clk			(clk),
	       .reset			(reset),
	       .in_ready		(valid_in),
	       .is_last			(end_in),
	       .buffer_full		(buffer_full),
	       .out			(out[511:0]),
	       .out_ready		(out_ready));
endmodule
module f_permutation(clk, reset, in, in_ready, ack, out, out_ready);
    input               clk, reset;
    input      [575:0]  in;
    input               in_ready;
    output              ack;
    output reg [1599:0] out;
    output reg          out_ready;
    reg        [22:0]   i;  
    wire       [1599:0] round_in, round_out;
    wire       [63:0]   rc;  
    wire                update;
    wire                accept;
    reg                 calc;  
    assign accept = in_ready & (~ calc);  
    always @ (posedge clk)
      if (reset) i <= 0;
      else       i <= {i[21:0], accept};
    always @ (posedge clk)
      if (reset) calc <= 0;
      else       calc <= (calc & (~ i[22])) | accept;
    assign update = calc | accept;
    assign ack = accept;
    always @ (posedge clk)
      if (reset)
        out_ready <= 0;
      else if (accept)
        out_ready <= 0;
      else if (i[22])  
        out_ready <= 1;
    assign round_in = accept ? {in ^ out[1599:1599-575], out[1599-576:0]} : out;
    rconst
      rconst_ ({i, accept}, rc);
    round
      round_ (round_in, rc, round_out);
    always @ (posedge clk)
      if (reset)
        out <= 0;
      else if (update)
        out <= round_out;
endmodule
module keccak(clk, reset, in, in_ready, is_last,  
	      buffer_full, out, out_ready);
   input 	  clk, reset;
   input [7:0] 	  in;
   input 	  in_ready, is_last;
   output 	  buffer_full;  
   output [511:0] out;
   output reg 	  out_ready;
   reg 		  state;  
   wire [575:0]   padder_out,
		  padder_out_1;  
   wire 	  padder_out_ready;
   wire 	  f_ack;
   wire [1599:0]  f_out;
   wire 	  f_out_ready;
   wire [511:0]   out1;  
   reg [22:0] 	  i;  
   genvar 	  w, b;
    assign out1 = f_out[1599:1599-511];
    always @ (posedge clk)
      if (reset)
        i <= 0;
      else
        i <= {i[21:0], state & f_ack};
    always @ (posedge clk)
      if (reset)
        state <= 0;
      else if (is_last)
        state <= 1;
    generate
      for(w=0; w<8; w=w+1)
        begin : L0
          for(b=0; b<8; b=b+1)
            begin : L1
              assign out[(((w)*64 + (b)*8) + 7):((w)*64 + (b)*8)] = out1[(((w)*64 + (7-b)*8) + 7):((w)*64 + (7-b)*8)];
            end
        end
    endgenerate
    generate
      for(w=0; w<9; w=w+1)
        begin : L2
          for(b=0; b<8; b=b+1)
            begin : L3
              assign padder_out[(((w)*64 + (b)*8) + 7):((w)*64 + (b)*8)] = padder_out_1[(((w)*64 + (7-b)*8) + 7):((w)*64 + (7-b)*8)];
            end
        end
    endgenerate
    always @ (posedge clk)
      if (reset)
        out_ready <= 0;
      else if (i[22])
        out_ready <= 1;
    padder
      padder_ (clk, reset, in, in_ready, is_last,  
	       buffer_full, padder_out_1, padder_out_ready, f_ack);
    f_permutation
      f_permutation_ (clk, reset, padder_out, padder_out_ready, f_ack, f_out, f_out_ready);
endmodule
module padder(clk, reset, in, in_ready, is_last,  
	      buffer_full, out, out_ready, f_ack);
    input              clk, reset;
    input      [7:0]   in;
    input              in_ready, is_last;
    output             buffer_full;  
    output reg [575:0] out;          
    output             out_ready;    
    input              f_ack;        
    reg                state;        
    reg                done;         
    reg        [71:0]  i;            
    reg        [7:0]   v1;           
    wire               accept,       
                       update;
    assign buffer_full = i[71];
    assign out_ready = buffer_full;
    assign accept = (~ state) & in_ready & (~ buffer_full);  
    assign update = (accept | (state & (~ buffer_full))) & (~ done);  
    always @ (posedge clk)
      if (reset)
        out <= 0;
      else if (update) begin
         out <= {out[575-8:0], v1};
      end
    always @ (posedge clk)
      if (reset)
        i <= 0;
      else if (f_ack | update)
        i <= {i[70:0], 1'b1} & {72{~ f_ack}};
    always @ (posedge clk)
      if (reset)
        state <= 0;
      else if (is_last)
        state <= 1;
    always @ (posedge clk)
      if (reset)
        done <= 0;
      else if (state & out_ready)
        done <= 1;
    always @ (*)
      begin
        if (state)
          begin
            v1 = 0;
            v1[7] = v1[7] | i[70];  
          end
        else if (is_last == 0)
          v1 = in;
        else
          begin
            v1 = 8'h01;
            v1[7] = v1[7] | i[70];
          end
      end
endmodule
module rconst(i, rc);
    input      [23:0] i;
    output reg [63:0] rc;
    always @ (i)
      begin
        rc = 0;
        rc[0] = i[0] | i[4] | i[5] | i[6] | i[7] | i[10] | i[12] | i[13] | i[14] | i[15] | i[20] | i[22];
        rc[1] = i[1] | i[2] | i[4] | i[8] | i[11] | i[12] | i[13] | i[15] | i[16] | i[18] | i[19];
        rc[3] = i[2] | i[4] | i[7] | i[8] | i[9] | i[10] | i[11] | i[12] | i[13] | i[14] | i[18] | i[19] | i[23];
        rc[7] = i[1] | i[2] | i[4] | i[6] | i[8] | i[9] | i[12] | i[13] | i[14] | i[17] | i[20] | i[21];
        rc[15] = i[1] | i[2] | i[3] | i[4] | i[6] | i[7] | i[10] | i[12] | i[14] | i[15] | i[16] | i[18] | i[20] | i[21] | i[23];
        rc[31] = i[3] | i[5] | i[6] | i[10] | i[11] | i[12] | i[19] | i[20] | i[22] | i[23];
        rc[63] = i[2] | i[3] | i[6] | i[7] | i[13] | i[14] | i[15] | i[16] | i[17] | i[19] | i[20] | i[21] | i[23];
      end
endmodule
module round(in, round_const, out);
    input  [1599:0] in;
    input  [63:0]   round_const;
    output [1599:0] out;
    wire   [63:0]   a[24:0];
    wire   [63:0]   b[4:0];
    wire   [63:0]   c[24:0], d[24:0], e[24:0], f[24:0], g[24:0];
    genvar x, y;
    generate
      for(y=0; y<5; y=y+1)
        begin : L0
          for(x=0; x<5; x=x+1)
            begin : L1
              assign a[x*5+y] = in[1599 - 64*(5*y+x) : 1599 - 64*(5*y+x) - 63];
            end
        end
    endgenerate
    generate
      for(x=0; x<5; x=x+1)
        begin : L2
          assign b[x] = a[5*x] ^ a[5*x+1] ^ a[5*x+2] ^ a[5*x+3] ^ a[5*x+4];
        end
    endgenerate
    generate
      for(y=0; y<5; y=y+1)
        begin : L3
          for(x=0; x<5; x=x+1)
            begin : L4
              assign c[5*x+y] = a[5*x+y] ^ b[(x == 0 ? 4 : x - 1)] ^ {b[(x == 4 ? 0 : x + 1)][62:0], b[(x == 4 ? 0 : x + 1)][63]};
            end
        end
    endgenerate
    assign d[0] = c[0];
    assign d[5] = {c[5][62:0], c[5][63]};
    assign d[10] = {c[10][63-62:0], c[10][63:63-62+1]};
    assign d[15] = {c[15][63-28:0], c[15][63:63-28+1]};
    assign d[20] = {c[20][63-27:0], c[20][63:63-27+1]};
    assign d[1] = {c[1][63-36:0], c[1][63:63-36+1]};
    assign d[6] = {c[6][63-44:0], c[6][63:63-44+1]};
    assign d[11] = {c[11][63-6:0], c[11][63:63-6+1]};
    assign d[16] = {c[16][63-55:0], c[16][63:63-55+1]};
    assign d[21] = {c[21][63-20:0], c[21][63:63-20+1]};
    assign d[2] = {c[2][63-3:0], c[2][63:63-3+1]};
    assign d[7] = {c[7][63-10:0], c[7][63:63-10+1]};
    assign d[12] = {c[12][63-43:0], c[12][63:63-43+1]};
    assign d[17] = {c[17][63-25:0], c[17][63:63-25+1]};
    assign d[22] = {c[22][63-39:0], c[22][63:63-39+1]};
    assign d[3] = {c[3][63-41:0], c[3][63:63-41+1]};
    assign d[8] = {c[8][63-45:0], c[8][63:63-45+1]};
    assign d[13] = {c[13][63-15:0], c[13][63:63-15+1]};
    assign d[18] = {c[18][63-21:0], c[18][63:63-21+1]};
    assign d[23] = {c[23][63-8:0], c[23][63:63-8+1]};
    assign d[4] = {c[4][63-18:0], c[4][63:63-18+1]};
    assign d[9] = {c[9][63-2:0], c[9][63:63-2+1]};
    assign d[14] = {c[14][63-61:0], c[14][63:63-61+1]};
    assign d[19] = {c[19][63-56:0], c[19][63:63-56+1]};
    assign d[24] = {c[24][63-14:0], c[24][63:63-14+1]};
    assign e[0] = d[0];
    assign e[2] = d[5];
    assign e[4] = d[10];
    assign e[1] = d[15];
    assign e[3] = d[20];
    assign e[8] = d[1];
    assign e[5] = d[6];
    assign e[7] = d[11];
    assign e[9] = d[16];
    assign e[6] = d[21];
    assign e[11] = d[2];
    assign e[13] = d[7];
    assign e[10] = d[12];
    assign e[12] = d[17];
    assign e[14] = d[22];
    assign e[19] = d[3];
    assign e[16] = d[8];
    assign e[18] = d[13];
    assign e[15] = d[18];
    assign e[17] = d[23];
    assign e[22] = d[4];
    assign e[24] = d[9];
    assign e[21] = d[14];
    assign e[23] = d[19];
    assign e[20] = d[24];
    generate
      for(y=0; y<5; y=y+1)
        begin : L5
          for(x=0; x<5; x=x+1)
            begin : L6
              assign f[5*x+y] = e[5*x+y] ^ ((~ e[5*(x == 4 ? 0 : x + 1)+y]) & e[5*(x == 3 ? 0 : x == 4 ? 1 : x + 2)+y]);
            end
        end
    endgenerate
    generate
      for(x=0; x<64; x=x+1)
        begin : L60
          if(x==0 || x==1 || x==3 || x==7 || x==15 || x==31 || x==63)
            assign g[0][x] = f[0][x] ^ round_const[x];
          else
            assign g[0][x] = f[0][x];
        end
    endgenerate
    generate
      for(y=0; y<5; y=y+1)
        begin : L7
          for(x=0; x<5; x=x+1)
            begin : L8
              if(x!=0 || y!=0)
                assign g[5*x+y] = f[5*x+y];
            end
        end
    endgenerate
    generate
      for(y=0; y<5; y=y+1)
        begin : L99
          for(x=0; x<5; x=x+1)
            begin : L100
              assign out[1599 - 64*(5*y+x) : 1599 - 64*(5*y+x) - 63] = g[5*x+y];
            end
        end
    endgenerate
endmodule
```

==> impl_metrics.py <==
# Synthesis and PnR figures
metrics = {
    "placement": {
        "placed_cells": 22300,
        "port_buffers": 23,
        "gp_congestion": 1.27,
        "place_area_um2": 180000,
        "dp_hpwl_um": 1110000,
    },
    "detailed_routing": {
        "ant_nets": 0,
        "via_per_inst": 6.56,
        "wl_um": 1350000,
        "drtPass1Iterations": 9,
        "vias": 151000,
        "drt-initial-drc-count": 20800,
        "wire_per_inst_um": 58.4,
        "drc": 0,
    },
    "die": {
        "chipWidth_um": 650,
        "rows": 237,
        "io_pins": 24,
        "fp.dieH_um": 650,
        "core-area_um2": 417000,
        "fp_util_pct": 40.2,
        "dieArea_um2": 422000,
    },
    "cells_and_area": {
        "fin_cells": 23000,
        "largest_reg_flops": 1600,
        "finish.instance_area_um2": 191000,
        "regArea_um2": 46400,
        "final_core_util_pct": 45.8,
        "layout-drive-gt1-share_pct": 12.0,
        "fillers": 38500,
        "comb_area_um2": 117000,
        "area_growth_pct": 13.8,
    },
    "synthesis": {
        "common_cells": "dfxtp_1 (2316), nand2_1 (2265), xnor3_1 (1791)",
        "synth_top_cell_by_area": "dfxtp_1",
        "ys_area_um2": 168000,
        "synth.distinct_cells": 75,
        "area_leaders": "dfxtp_1 (28%), xnor3_1 (24%), xnor2_1 (8.2%)",
        "edf_count": 0,
        "async_reset_ff_share_pct": 0,
        "yosys_register_bits": 2316,
        "yosysCellCount": 16700,
        "post-synth-top-count-cell": "dfxtp_1",
        "syn_area_um2": 168000,
        "ys_seq_share_pct": 27.6,
        "syn_inst": 16700,
        "synth_area_per_cell_um2": 10.0,
        "synth_warnings": 6,
        "top_cell_area_share_pct": 27.6,
        "synthFlopType": "dfxtp_1",
    },
    "power_and_ir_drop": {
        "leakagePower_nw": 82.9,
        "p_per_area_nw_per_um2": 10.6,
        "peakVddDrop_uv": 15.1,
    },
    "global_routing": {
        "antenna_found_initial": 130,
        "grt_max_degree": 148,
        "grt_pass1_wl_um": 1650000,
        "grt.overflow.total": 0,
        "grtUsageMet3_pct": 58.3,
        "met2_usage_pct": 75.7,
        "met1_usage_pct": 64.8,
        "grt_pass1_vias": 136000,
        "track_usage_pct": 65.9,
        "grt_busiest_layer": "met2",
    },
    "critical_path": {
        "r2r_setup_slack_ns": 100.00,
        "worstReg2RegEnd": "dut.f_permutation_.out[558]$_SDFFE_PP0P_",
        "endpoint_kind": "flop",
        "rr_worst_depth": 15,
        "reg2reg_from": "dut.padder_.i[71]$_SDFFE_PP0P_",
        "crit_fanout": 98,
        "path_class": "input pin to flop",
        "required_ns": 109.07,
        "worstPathArrival_ns": 26.39,
        "start_kind": "input pin",
    },
    "run_status": {
        "violations": "capacitance limit, slew limit",
        "status": "finished, violations left",
    },
    "clock_tree": {
        "cts_tree": "yes",
        "cts_root_buffer": "clkbuf_16",
        "clkLatencyLatePin_ns": 1.06,
        "cts_setup_buffers": 0,
        "cts_resized": 0,
        "htree_levels": 5,
        "cts_buffer_depth": 4,
        "numCtsBuffers": 305,
        "cts.sinks": 2316,
        "hold_buffers": 0,
        "cts.clk_slew.worst_paths_ns": 0.06,
    },
    "run": {
        "cap_viol_max_count": 5,
        "warning_count": 53,
    },
    "min_path": {
        "min-delay-start": "dut.i[9]$_SDFF_PP0_",
        "hold_path.class": "flop to flop",
        "whs_endpoint": "dut.i[10]$_SDFF_PP0_",
        "min_path_cells": 1,
    },
    "timing": {
        "tightestPinTransition_ns": 1.77,
        "slew-limit-headroom_pct": -18.8,
        "max_freq_mhz": 39.3,
        "whs_ns": 0.428,
        "setup_viol": 0,
        "slew_violations": 12,
        "tns_ns": 0,
        "fin_crit_sh_pct": 23.5,
        "hold_violations": 0,
        "min_period_ns": 25.42,
        "finClkSkew_ns": 0.0838,
        "rsz0062_at_grt": "no",
    },
}
## logic make-up (layout without fill, tap and decap cells)
kind of cell	after synthesis	after routing	share of synthesized area, %
compound gates	2517	2517	9.19
xor+xnor	5079	5079	43.7
flops	2316	2316	27.6
other cells	0	187	0
buf+inv	1153	1769	2.86
simple gates	5509	5509	14.6
mux	159	159	2.05
fa+ha+maj	2	2	0.0149
## worst max path at each step
stage	start	end	slack, ns	depth (start not counted)
finish	valid_in	dut.padder_.out[209]$_SDFFE_PP0P_	82.68	10
global route	valid_in	dut.padder_.out[209]$_SDFFE_PP0P_	82.67	10
CTS	valid_in	dut.padder_.out[209]$_SDFFE_PP0P_	83.02	10
## stage by stage
stage,setup WS (ns),power [W]
after CTS,83.02,0.00202
final,82.68,0.00203
after global placement,82.07,0.000910
after floorplan,84.89,0.000894
after detailed placement,82.00,0.000910
after global routing,82.67,0.00205
## layout by cell type (no fill, tap or decap), types with 13 or more instances in the layout
cell / count
a2111oi_0: 17
a211oi_1: 767
a21o_1: 55
a21oi_1: 757
a311oi_1: 101
and3_1: 24
buf_12: 13
buf_4: 1177
bufinv_16: 35
clkbuf_1: 62
clkbuf_16: 308
clkbuf_8: 59
clkdlybuf4s50_1: 22
clkinv_2: 49
dfxtp_1: 2310
diode_2: 187
mux4_2: 147
nand2_1: 2264
nand2b_1: 141
nand3_1: 703
nand3b_1: 316
nand3b_2: 16
nor2_1: 1584
nor2b_1: 218
nor3_1: 29
nor4_1: 22
o211a_1: 13
o21ai_0: 723
or3_1: 146
xnor2_1: 1541
xnor2_2: 40
xnor2_4: 18
xnor3_1: 1779
xor2_1: 1409
xor2_2: 70
xor2_4: 51
xor3_1: 146
xor3_2: 13
## layout make-up
cell class / instances / area share [%]
tap: 5497 / 3.60
timing repair buffer: 1213 / 4.90
sequential: 2316 / 24.3
clock inverter: 121 / 1.01
inverter: 6 / 0.0157
multi-input combinational: 13300 / 61.3
clock buffer: 429 / 4.59
antenna: 187 / 0.245
## per-layer routing
metal	routed length, um	share of wire (%)
met4	173000	13
met3	276000	20
met1	397000	29
met5	27600	2.1
met2	472000	35
## where the power goes
part | leakage [nW] | switching (W) | internal (W)
clock | 5.22 | 0.000481 | 0.000654
combinational | 59.0 | 0.0000353 | 0.00000389
sequential | 18.6 | 0.000000507 | 0.000854
total | 82.9 | 0.000517 | 0.00151
## critical path: stages
cell and delay [ns]:
clkdlybuf4s50_1 0.47, o21ai_4 0.14, buf_4 0.49, buf_4 0.56, buf_4 0.61, buf_4 0.66
buf_12 0.37, buf_4 0.68, nand2_1 0.13, a21oi_1 0.18
Power figures rest on the tool's default switching activity, not on a simulated workload.
